===== ./design.v =====
module mealy(out,I,clk,rst);
    input I,clk,rst;
    output reg out;
    localparam S0 = 2'b00, S1 = 2'b01, S2 = 2'b10;
    reg [1:0] current_state;
    reg [1:0] next_state;
    initial begin
        current_state = S0;
        out = 0;
        next_state = S0;
    end
    always @(posedge clk) begin
        if(rst) current_state <= S0;
        else current_state <= next_state;
    end
    always @(*) begin
        next_state = current_state;
        case(current_state)
            S0: begin
                if(I==1) next_state = S2;
                else if(I==0) next_state = S1;
            end
            S1: begin
                if(I==1) next_state = S2;     
            end
            S2: begin
                if(I==0) next_state = S1; 
            end
        endcase        
    end
    always @(posedge clk) begin
        out = 1'b0;
        case(current_state)
            S1: begin 
                if(I==1) out = 1'b1;
            end
            S2: begin
                if(I==0) out = 1'b1;
            end 
        endcase       
    end
endmodule

===== ./run.sh =====
#!/bin/bash
# OpenROAD 26Q1-2900-gdf79404cd8, Yosys 0.63+post, stock flow scripts
make -C /OpenROAD-flow-scripts/flow DESIGN_CONFIG=/design/flow/config.mk WORK_HOME=/design/flow/orfs finish

===== ./config.mk =====
export PLATFORM = sky130hd
export DESIGN_NAME = mealy
export DESIGN_NICKNAME = mealy
export VERILOG_FILES = /design/flow/design.v
export SDC_FILE = /design/flow/constraint.sdc
export NUM_CORES = 4
export LEC_CHECK = 1
export CORE_AREA = 10 10 70 70
export DIE_AREA = 0 0 80 80

===== ./constraint.sdc =====
current_design mealy

set clk_period 1.1
set clk_io_pct 0.2

create_clock -name clk0 -period $clk_period [get_ports {clk}]

set non_clock_inputs [all_inputs -no_clocks]
set_input_delay [expr $clk_period * $clk_io_pct] -clock clk0 $non_clock_inputs
set_output_delay [expr $clk_period * $clk_io_pct] -clock clk0 [all_outputs]

==> results.py <==
# Flow results
metrics = {
    "run_status": {
        "status": "finished, violations left",
        "violations": "negative setup slack",
    },
    "logic_synthesis": {
        "ys_ff": 3,
        "ys_cells": 16,
        "yosys_warnings": 1,
        "postSynthSeqShare": 0.364,
        "synth_cells": 16,
        "ys_chip_area_um2": 165,
        "synth.avg_cell_area_um2": 10.3,
        "netlist_area_um2": 165,
        "ys_types": 12,
    },
    "cts": {
        "cts.sinks": 3,
        "cts_tree": "built",
        "clock_latency_ps": 240,
        "ctsRootBufferMaster": "clkbuf_4",
        "htreeDepth": 1,
        "clockBufferDepth": 2,
        "clk_pin_slew_ps": 40,
        "cts_buffers": 3,
    },
    "place": {
        "io_buffers": 3,
        "routabilityCongestion": 0.699,
    },
    "global_route": {
        "busiest_layer": "met2",
        "use_met1": 0.00997,
        "grt_max_degree": 7,
        "grt_use_total": 0.00996,
        "grt_pass1_vias": 142,
        "grt_overflow": 0,
        "met2_usage": 0.0136,
        "grtUsageMet3": 0.00909,
        "grt_antenna_before_repair": 0,
        "grt_pass1_wl_um": 517,
    },
    "floorplanning": {
        "num_rows": 21,
        "dieArea_mm2": 0.00640,
        "die_y_um": 80,
        "die_x_um": 80,
        "io_pins": 4,
        "fp-utilization": 0.0484,
        "core_mm2": 0.00342,
    },
    "routing": {
        "diodes": 0,
        "avgViaCountPerCell": 2.22,
        "first_iter_violations": 3,
        "drtPass1Iterations": 4,
        "wirelength_um": 396,
        "drc": 0,
        "num_vias": 162,
        "drtAntennaViolNets": 0,
        "wl_per_cell_um": 5.42,
    },
    "sta": {
        "drv_slew": 0,
        "fin_skew_ps": 4.37,
        "max_freq_mhz": 818,
        "fin_ws_ps": -122,
        "grt_setup_unrepaired": "true",
        "hold_viol_final": 0,
        "fin_crit_sh": 1.11,
        "min_period_ps": 1220,
        "finalSetupViolations": 2,
        "maxSlewHeadroom": 0.855,
        "worstMarginPinSlew_ps": 217,
    },
    "setup_path": {
        "rr_worst_depth": 4,
        "path_class": "reg -> reg",
        "cp.required_ps": 1260,
        "startpoint_type": "flip-flop",
        "critPathCaptureType": "flip-flop",
        "crit_fanout": 4,
        "r2r_start": "current_state[0]",
        "rrSetupSlack_ps": -120,
        "cp-endpoint": "current_state[1]",
        "crit_start": "current_state[0]",
        "r2r_end": "current_state[1]",
        "cp.arrival_ps": 1380,
    },
    "power": {
        "total_power_mw": 0.536,
        "power.leakage_nw": 0.115,
        "peakVddDrop_mv": 0.245,
        "seqPwrFrac": 0.299,
        "cellPowerDensity_mw_per_mm2": 1620,
        "switching_share": 0.284,
        "internal_power_mw": 0.384,
        "power_switching_mw": 0.153,
        "pwr-share-comb": 0.324,
        "clkPwrFrac": 0.377,
    },
    "worst_hold_path": {
        "hp-class": "in -> reg",
        "hp-start": "rst",
    },
    "cells_and_area": {
        "syn2layout_area_growth_pct": 100,
        "drive_gt1_frac": 0.481,
        "finish.utilization": 0.0967,
    },
    "run": {
        "drv_cap": 0,
        "log.warning_count": 29,
    },
}
-- registers in the layout (all words and copies together) (netlist names) --
| name | count |
|---|---|
| current_state | 2 |
| out | 1 |
-- power by group through the flow --
stage	registers, mW	logic (mW)	clock network (mW)
4_1_cts	0.158	0.162	0.212
5_1_grt	0.164	0.195	0.218
6_report	0.160	0.174	0.202
-- cells in the final DEF, fill, tap and decap left out, types with 2 or more instances in the layout --
cell type,instances
buf_4,4
clkbuf_4,3
clkdlybuf4s50_1,2
dfxtp_4,2
-- layout make-up --
| class | count | area, um^2 |
|---|---|---|
| Fill cell | 402 | 3090 |
| Multi-Input combinational cell | 11 | 110 |
| Sequential cell | 3 | 67.6 |
| Timing Repair Buffer | 7 | 58.8 |
| Tap cell | 46 | 57.6 |
| Clock buffer | 4 | 26.3 |
| Inverter | 2 | 10.0 |
-- worst min-delay path by stage --
| stage | to | slack, ps | cells after the start |
|---|---|---|---|
| global route | current_state[1] | 590 | 2 |
| CTS | current_state[1] | 570 | 2 |
| finish | current_state[1] | 570 | 2 |
-- per-layer routing --
layer | vias up | share of wire
li1 | 82 | -
met1 | 70 | 0.42
met2 | 8 | 0.36
met3 | 2 | 0.19
met4 | 0 | 0.018
met5 | - | 0
-- worst max-delay path: stages (launching register included) --
cell and delay (ps):
dfxtp_4 370, inv_4 40, ha_4 210, or3b_1 360
a211oi_2 170
-- cell families (layout without fill, tap and decap cells) --
family | Yosys count | in the layout | share of synthesized area
AOI/OAI and AO/OA | 4 | 4 | 0.212
adders and majority gates | 2 | 2 | 0.151
buffers and inverters | 2 | 13 | 0.0455
DFF | 3 | 3 | 0.364
muxes | 1 | 1 | 0.0682
and+or+nand+nor | 4 | 4 | 0.159
-- timing repair --
action / in CTS / in global routing
gates resized: 1 / 3
pin swaps: 0 / 1
buffers inserted: 0 / 1
hold buffers: 0 / 0
endpoints found under the setup margin: 4 / 3
-- cell usage after synthesis, drive strengths merged --
master | count | area share
nand2b | 1 | 0.038
mux2 | 1 | 0.068
nor2b | 1 | 0.038
a211oi | 1 | 0.076
a21oi | 1 | 0.030
ha | 2 | 0.15
dfxtp | 3 | 0.36
or3b | 1 | 0.053
o2bb2ai | 1 | 0.053
a221oi | 1 | 0.053
nor3 | 1 | 0.030
inv | 2 | 0.045
-- stage by stage --
step           setup WS (ps)  hold WS, ps  instances  area [um^2]  setup TNS (ps)
6_report                -122          573         73          330            -203
5_1_grt                 -153          588         73          330            -319
4_1_cts                 -137          572         72          315            -259
3_5_place_dp            -132          581         68          290            -339
3_3_place_gp            -123          578         68          290            -303
2_1_floorplan          -79.7          286         16          180           -79.7
Power is estimated from default activity; no workload was simulated.
